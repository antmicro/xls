===== design/flow/run.sh =====
#!/bin/bash
# OpenROAD 26Q1-2900-gdf79404cd8, Yosys 0.63+post, stock flow scripts
make -C /OpenROAD-flow-scripts/flow DESIGN_CONFIG=/design/flow/config.mk WORK_HOME=/design/flow/orfs finish

===== design/flow/config.mk =====
export PLATFORM = sky130hd
export DESIGN_NAME = xls_fifo_wrapper
export DESIGN_NICKNAME = xls_fifo_wrapper
export VERILOG_FILES = /design/flow/design.v
export SDC_FILE = /design/flow/constraint.sdc
export NUM_CORES = 4
export LEC_CHECK = 1
export CORE_AREA = 10 10 88 88
export DIE_AREA = 0 0 98 98

===== design/flow/constraint.sdc =====
current_design xls_fifo_wrapper

set clk_period 7.2
set clk_io_pct 0.2

create_clock -name clk0 -period $clk_period [get_ports {clk}]

set non_clock_inputs [all_inputs -no_clocks]
set_input_delay [expr $clk_period * $clk_io_pct] -clock clk0 $non_clock_inputs
set_output_delay [expr $clk_period * $clk_io_pct] -clock clk0 [all_outputs]

===== design/flow/design.v =====
package memory_proc;
  typedef logic [31:0] MemWord;
  typedef struct packed {
    logic is_write;
    logic [31:0] address;
    MemWord wdata;
  } MemReq;
endpackage
module xls_fifo_wrapper (
clk, rst,
push_ready, push_data, push_valid,
pop_ready,  pop_data,  pop_valid);
  parameter int Width = 32,
                Depth = 32,
                EnableBypass = 0,
                RegisterPushOutputs = 1,
                RegisterPopOutputs = 1;
  localparam int AddrWidth = $clog2(Depth) + 1;
  input  wire             clk;
  input  wire             rst;
  output wire             push_ready;
  input  wire [Width-1:0] push_data;
  input  wire             push_valid;
  input  wire             pop_ready;
  output wire [Width-1:0] pop_data;
  output wire             pop_valid;
  reg [Width-1:0] mem;
  reg full;
  assign push_ready = !full;
  assign pop_valid = full;
  assign pop_data = mem;
  always @(posedge clk) begin
    if (rst == 1'b1) begin
      full <= 1'b0;
    end else begin
      if (push_valid && push_ready) begin
        mem <= push_data;
        full <= 1'b1;
      end else if (pop_valid && pop_ready) begin
        mem <= mem;
        full <= 1'b0;
      end else begin
        mem <= mem;
        full <= full;
      end
    end
  end
endmodule

==> results.toml <==
# implementation run metrics
[worst_setup_path]
path_cells = "clkdlybuf4s50_1"
cp_top_family = "buffers and inverters"
cp_num_buf_inv = 1
crit_required_ns = 5.76
start_kind = "register"
slowest_delay_ns = 0.51
critPathKind = "register to output port"
slowest_stage = "clkdlybuf4s50_1"
crit_arrival_ns = 1.19
path_max_fanout = 5
crit_path_end_kind = "output port"
reg2regPathDepth = 2
r2r-end = "mem[12]"
r2r_start = "full"
r2r_slack_ns = 5.94

[floorplanning]
dieArea_um2 = 9600
fp.dieW_um = 98
die_h_um = 98
initCoreUtil = 0.169
rows = 28
core_um2 = 5920
ios = 70

[synthesis]
syn_area_per_cell_um2 = 27.1
synth_area_um2 = 1000
yosysWarnings = 1
ys_ff = 33
yosysCellCount = 37
netlist_instances = 37
ys_chip_area_um2 = 1000
ys_seq_frac = 0.978
synth_cell_types = 6

[pwr]
switching_share = 0.170
p_clk_frac = 0.321
seqPwrFrac = 0.581
share_comb_of_total_power = 0.098
p_int_w = 0.000318
leakage_nw = 0.630
switchingPower_w = 0.0000654
peakVddDrop_v = 0.0000614
power_density_nw_per_um2 = 204

[routing]
wl_mm = 2.73
num_vias = 652
drt_iter0_markers = 8
antenna_left = 0
antennaDiodeCount = 0
routedWlPerCell_um = 14.4
drcViolationCount = 0
via_per_inst = 3.43
dr.pass1.iters = 3

[final_timing]
clock.fmax_mhz = 381
final.min_clock_period_ns = 2.63
finalSetupViolations = 0
drv_slew = 0
timing.slew.headroom = 0.745
fin_crit_sh = 0.365
worst_pin_slew_ns = 0.383
skew_ns = 0.00330
tns_ns = 0
hold_viol = 0
rsz0062_at_grt = "no"
fin_hold_ws_ns = 0.555

[finish]
most-common-layout-cells = "clkdlybuf4s50_1, edfxtp_1, clkbuf_8"
drive_gt1_frac = 0.0609
syn_to_final_growth_pct = 87.4
layout_top_cell = "clkdlybuf4s50_1"

[worst_hold_path]
hold_path_class = "register to register"
hold_depth = 1
holdCritStartpoint = "full"
min_to = "full"

[clock_network]
holdBufCountCts = 0
cts_tree = "yes"
clock_sinks = 33
clkLatencyLatePin_ns = 0.27
clkTransAtPathRegs_ns = 0.06
postCtsSetupBuffers = 0
cts_buffers = 5
clk_path_buf_depth = 2
clock-root-buffer = "clkbuf_8"
post_cts_resize_count = 0
h-tree-depth = 2

[global_route]
first_global_vias = 774
grt_util_all_layers = 0.0564
grt_overflow = 0
grt_max_degree = 33
antenna_found_initial = 0
grt_pass1_wl_mm = 4.22

[place]
gp_congestion = 0.786
place_hpwl_mm = 2.44
io_buffers = 69

[job]
cap_viol_max_count = 0
warning_count = 25

[outcome]
outcome = "finished, final reports clean"
per-stage QoR:
stage	setup slack [ns]	utilization	total power, W	cells	cell area (um2)
final	4.57	0.318	0.000384	190	1880
after detailed placement	4.38	0.304	0.000266	182	1800
after global placement	4.42	0.304	0.000265	182	1800
after CTS	4.56	0.318	0.000390	190	1880
after floorplan	2.92	-	0.000229	37	1000
after global routing	4.50	0.318	0.000401	190	1880
synthesized netlist by cell type:
| cell type | count | area share |
|---|---|---|
| a211oi_1 | 1 | 0.0075 |
| dfxtp_1 | 1 | 0.020 |
| edfxtp_1 | 32 | 0.96 |
| inv_1 | 1 | 0.0037 |
| nor2_1 | 1 | 0.0037 |
| nor3b_1 | 1 | 0.0075 |
registers in the layout, summed over array words and instances, names as in the netlist:
name and flops:
mem 32, full 1
layout make-up:
| cell class | instances | area [um2] |
|---|---|---|
| Timing Repair Buffer | 70 | 698 |
| Fill cell | 578 | 4040 |
| Inverter | 1 | 3.75 |
| Multi-Input combinational cell | 3 | 23.8 |
| Clock buffer | 8 | 80.1 |
| Sequential cell | 33 | 981 |
| Tap cell | 75 | 93.8 |
layer usage:
metal,vias to the layer above,wire length (um),track usage
met5,-,0,0
met4,0,32,0.00671
met3,3,405,0.0434
met1,300,878,0.0537
li1,299,-,-
met2,50,1410,0.0970
kinds of logic (layout without fill, tap and decap cells):
kind of cell,count (synthesis),count (layout),share of synthesized area
buffers and inverters,1,79,0.00374
DFF,33,33,0.978
and+or+nand+nor,2,2,0.0112
AOI/OAI and AO/OA,1,1,0.00748
power by group through the flow:
stage / sequential [W] / clock, W / combinational (W)
after global routing: 0.000224 / 0.000136 / 0.0000411
final: 0.000223 / 0.000123 / 0.0000377
after CTS: 0.000223 / 0.000128 / 0.0000390
worst max path at each step:
stage / to / start / cells past startpoint
CTS: pop_valid / full / 1
global route: pop_valid / full / 1
finish: pop_valid / full / 1
Power figures rest on the tool's default switching activity, not on a simulated workload.
