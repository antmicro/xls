`flow/config.mk`:
```
export PLATFORM = sky130hd
export DESIGN_NAME = uart_transmitter
export DESIGN_NICKNAME = uart_transmitter
export VERILOG_FILES = /design/flow/design.v
export SDC_FILE = /design/flow/constraint.sdc
export NUM_CORES = 4
export LEC_CHECK = 1
export CORE_AREA = 10 10 78 78
export DIE_AREA = 0 0 88 88
```
`flow/constraint.sdc`:
```
current_design uart_transmitter

set clk_period 5.1
set clk_io_pct 0.2

create_clock -name clk0 -period $clk_period [get_ports {clk}]

set non_clock_inputs [all_inputs -no_clocks]
set_input_delay [expr $clk_period * $clk_io_pct] -clock clk0 $non_clock_inputs
set_output_delay [expr $clk_period * $clk_io_pct] -clock clk0 [all_outputs]
```
`flow/design.v`:
```
package memory_proc;
  typedef logic [31:0] MemWord;
  typedef struct packed {
    logic is_write;
    logic [31:0] address;
    MemWord wdata;
  } MemReq;
endpackage
module uart_transmitter(
  input wire       clk,
  input wire       rst_n,
  input wire [7:0] tx_byte,
  input wire       tx_byte_valid,
  output wire      tx_byte_done_out,
  output wire      tx_out
);
  parameter ClocksPerBaud = 1250;
  localparam CountdownBits = $clog2(ClocksPerBaud);
  localparam CountdownStart = ClocksPerBaud-1;
  localparam
      StateIdle  = 'd0,
      StateStart = 'd1,
      StateFrame = 'd2,
      StateStop  = 'd3;
  localparam StateBits = 2;
  reg                     tx = 1;
  reg                     tx_byte_done = 1;
  reg [StateBits-1:0]     tx_state = StateIdle;
  reg [CountdownBits-1:0] tx_countdown = 0;
  reg [2:0]               tx_bitno = 0;
  reg                     tx_next;
  reg                     tx_byte_done_next;
  reg [StateBits-1:0]     tx_state_next;
  reg [CountdownBits-1:0] tx_countdown_next;
  reg [2:0]               tx_bitno_next;
  assign tx_out           = tx;
  assign tx_byte_done_out = tx_byte_done;
  always @(*) begin   
    tx_state_next = tx_state;
    case (tx_state)
      StateIdle: begin
        if (tx_byte_valid || !tx_byte_done) begin
          tx_state_next = StateStart;
        end
      end
      StateStart: begin
        if (tx_countdown == 0) begin
          tx_state_next = StateFrame;
        end
      end
      StateFrame: begin
        if (tx_countdown == 0 && tx_bitno == 7) begin
          tx_state_next = StateStop;
        end
      end
      StateStop: begin
        if (tx_countdown == 0) begin
          tx_state_next = tx_byte_done ? StateIdle : StateStart;
        end
      end
      default: begin
        tx_state_next     = 1'bX;
      end
    endcase
  end
  always @(*) begin   
    tx_next           = tx;
    tx_byte_done_next = tx_byte_done;
    tx_bitno_next     = tx_bitno;
    tx_countdown_next = tx_countdown;
    case (tx_state)
      StateIdle: begin
        tx_next           = 1;
        tx_bitno_next     = 0;
        tx_countdown_next = CountdownStart;
        tx_byte_done_next = !tx_byte_valid;
      end
      StateStart: begin
        tx_next           = 0;   
        tx_byte_done_next = 0;
        tx_bitno_next     = 0;
        tx_countdown_next = tx_countdown == 0 ? CountdownStart : tx_countdown - 1;
      end
      StateFrame: begin
        tx_next           = tx_byte[tx_bitno];
        tx_byte_done_next = tx_countdown == 0 && tx_bitno == 7;
        tx_bitno_next     = tx_countdown == 0 ? tx_bitno + 1 : tx_bitno;
        tx_countdown_next = tx_countdown == 0 ? CountdownStart : tx_countdown - 1;
      end
      StateStop: begin
        tx_next           = 1;   
        tx_byte_done_next = (tx_byte_done == 0 || tx_byte_valid == 1) ? 0 : 1;
        tx_countdown_next = tx_countdown == 0 ? CountdownStart : tx_countdown - 1;
      end
      default: begin
        tx_next           = 1'bX;
        tx_byte_done_next = 1'bX;
        tx_bitno_next     = 1'bX;
        tx_countdown_next = 1'bX;
      end
    endcase
  end
  always @ (posedge clk) begin
    if (rst_n == 0) begin
      tx           <= 1;
      tx_byte_done <= 1;
      tx_state     <= StateIdle;
      tx_countdown <= 0;
      tx_bitno     <= 0;
    end else begin
      tx           <= tx_next;
      tx_byte_done <= tx_byte_done_next;
      tx_state     <= tx_state_next;
      tx_countdown <= tx_countdown_next;
      tx_bitno     <= tx_bitno_next;
    end
  end
endmodule
```
`flow/run.sh`:
```
#!/bin/bash
# OpenROAD 26Q1-2900-gdf79404cd8, Yosys 0.63+post, stock flow scripts
make -C /OpenROAD-flow-scripts/flow DESIGN_CONFIG=/design/flow/config.mk WORK_HOME=/design/flow/orfs finish
```
==> run_summary.xml <==
<?xml version="1.0" encoding="UTF-8"?>
<metrics>
  <group name="grt">
    <metric name="grt_pass1_vias" unit="">753</metric>
    <metric name="globalRouteTotalUtil" unit="%">5.041</metric>
    <metric name="grt_max_degree" unit="">17</metric>
    <metric name="grt-ovfl-total" unit="">0</metric>
    <metric name="number_of_antenna_violations_at_the_first_check_in_global_routing" unit="">0</metric>
    <metric name="grt_first_pass_wirelength" unit="µm">3381</metric>
  </group>
  <group name="synthesis">
    <metric name="yosysSeqAreaShare" unit="%">37.26</metric>
    <metric name="yosys_area" unit="µm²">967.2</metric>
    <metric name="yosysCellCount" unit="">104</metric>
    <metric name="synthesis.area_per_instance" unit="µm²">9.300</metric>
    <metric name="synthDistinctLibCells" unit="">38</metric>
    <metric name="synth-xor-area-share" unit="%">4.528</metric>
    <metric name="synth_simple_gate_area_share" unit="%">19.92</metric>
    <metric name="yosys_warning_tally" unit="">1</metric>
    <metric name="ys_sh_adder" unit="%">9.056</metric>
    <metric name="postSynth.asyncResetShare" unit="%">0</metric>
    <metric name="edf_count" unit="">0</metric>
    <metric name="synthesis.instances" unit="">104</metric>
    <metric name="synthDominantAreaCellType" unit="">dfxtp_1</metric>
    <metric name="muxShareOfSynthArea" unit="%">4.398</metric>
    <metric name="numSynthFlops" unit="">18</metric>
    <metric name="ys_top_logic_family" unit="">simple AND/OR/NAND/NOR gates</metric>
    <metric name="synthAoiAreaFrac" unit="%">19.92</metric>
    <metric name="main_area_contributors" unit="">dfxtp_1, ha_1, xnor2_1</metric>
    <metric name="synth.top_cell.area_share" unit="%">37.26</metric>
    <metric name="synth.top_cells.by_count" unit="">dfxtp_1, inv_1, nor2_1, ha_1</metric>
    <metric name="post_synth_instance_area" unit="µm²">967.2</metric>
    <metric name="synth_dominant_cell_count" unit="">dfxtp_1</metric>
    <metric name="dominantRegCellSynth" unit="">dfxtp_1</metric>
  </group>
  <group name="pwr">
    <metric name="power_frac_clock" unit="%">19.2</metric>
    <metric name="power_frac_comb" unit="%">40.1</metric>
    <metric name="power_per_cell_area" unit="mW/mm²">429.6</metric>
    <metric name="power.leakage" unit="nW">0.4388</metric>
    <metric name="power.switching_fraction" unit="%">36.43</metric>
    <metric name="sequential_cell_fraction_of_total_power" unit="%">40.7</metric>
    <metric name="internal_power" unit="mW">0.3222</metric>
    <metric name="switchingPower" unit="mW">0.1847</metric>
    <metric name="vdd_drop_max" unit="µV">113.0</metric>
  </group>
  <group name="floorplanning">
    <metric name="floorplanUtilization" unit="%">21.91</metric>
    <metric name="chipHeight" unit="µm">88</metric>
    <metric name="floorplan.rows" unit="">24</metric>
    <metric name="floorplan.core_area" unit="mm²">0.004414</metric>
    <metric name="chip_width" unit="µm">88</metric>
    <metric name="pin_count" unit="">13</metric>
    <metric name="chip_area" unit="mm²">0.007744</metric>
  </group>
  <group name="drt">
    <metric name="drt_drc_violations_left" unit="">0</metric>
    <metric name="n_antenna_cell" unit="">0</metric>
    <metric name="drt-total-wl" unit="µm">1946</metric>
    <metric name="via_count" unit="">781</metric>
    <metric name="detail_route.wl_per_cell" unit="µm">11.58</metric>
    <metric name="met1_length" unit="µm">962</metric>
    <metric name="top_layer" unit="">met4</metric>
    <metric name="initial_detailed_routing_violation_count" unit="">89</metric>
    <metric name="ant_nets" unit="">0</metric>
    <metric name="avgViaCountPerCell" unit="">4.649</metric>
    <metric name="met3_wirelength" unit="µm">111</metric>
    <metric name="routed_length_on_met2" unit="µm">801</metric>
    <metric name="drt-pass1-iter-count" unit="">4</metric>
  </group>
  <group name="clocking">
    <metric name="cts-root-to-sink-buffers" unit="">2</metric>
    <metric name="cts_post_setup_buffers_inserted" unit="">0</metric>
    <metric name="cts.reportedPaths.clkPinSlew" unit="ns">0.06</metric>
    <metric name="cts_hold_buf" unit="">0</metric>
    <metric name="cts_repair_resize_count" unit="">0</metric>
    <metric name="ctsHtreeMaxLevel" unit="">1</metric>
    <metric name="total_cts_buffers" unit="">3</metric>
    <metric name="tritoncts_num_sinks" unit="">18</metric>
    <metric name="clock.latency.late_pin" unit="ns">0.25</metric>
    <metric name="root_buffer_cell" unit="">clkbuf_8</metric>
    <metric name="tritoncts_clock_tree" unit="">built</metric>
  </group>
  <group name="setup_path">
    <metric name="timing.setup.critical_path_class" unit="">in2reg</metric>
    <metric name="cpMaxStageDelayCell" unit="">clkdlybuf4s50_1</metric>
    <metric name="arrival" unit="ns">2.46</metric>
    <metric name="critPathMaxFanout" unit="">16</metric>
    <metric name="critical_path_required" unit="ns">5.28</metric>
    <metric name="setup.worst_path.end_class" unit="">flip-flop</metric>
    <metric name="cp_max_stage_delay" unit="ns">0.77</metric>
    <metric name="worst_setup_path_start_kind" unit="">input port</metric>
    <metric name="timing.critical_path.cells" unit="">clkdlybuf4s50_1 &gt; or3b_1 &gt; a21oi_1</metric>
  </group>
  <group name="final_layout">
    <metric name="final_core_util" unit="%">26.73</metric>
    <metric name="drive_gt1_share" unit="%">6.034</metric>
    <metric name="area_growth_syn_to_layout" unit="%">21.99</metric>
    <metric name="final-instance-count-excl-fill" unit="">168</metric>
    <metric name="filler_cell_count" unit="">438</metric>
  </group>
  <group name="final_timing">
    <metric name="grt_setup_unrepaired" unit="">no</metric>
    <metric name="timing.final.hold_violations" unit="">0</metric>
    <metric name="timing.hold.ws" unit="ns">0.4668</metric>
    <metric name="max_slew.worst_pin.slew" unit="ns">0.4887</metric>
    <metric name="setup-tns-final" unit="ns">0</metric>
    <metric name="max_clk_rate" unit="MHz">438.4</metric>
    <metric name="finalCriticalPeriod" unit="ns">2.281</metric>
    <metric name="clock_skew" unit="ns">0.005291</metric>
    <metric name="report.final.setup_viol" unit="">0</metric>
    <metric name="final.period_utilization" unit="%">44.73</metric>
    <metric name="slew_headroom" unit="%">67.32</metric>
    <metric name="setup_slack" unit="ns">2.819</metric>
    <metric name="timing.final.max_slew_violations" unit="">0</metric>
  </group>
  <group name="place">
    <metric name="number_of_buffers_inserted_by_port_buffering" unit="">12</metric>
    <metric name="place_congestion" unit="">0.7821</metric>
    <metric name="post-place-cells" unit="">165</metric>
    <metric name="place_worst_setup_slack" unit="ns">2.590</metric>
    <metric name="hpwlAfterDp" unit="µm">1414</metric>
  </group>
  <group name="hold_path">
    <metric name="hold_path.class" unit="">reg2reg</metric>
  </group>
  <group name="job">
    <metric name="cap_viol_max_count" unit="">0</metric>
    <metric name="log.warning_count" unit="">28</metric>
  </group>
  <group name="outcome">
    <metric name="run_status" unit="">finished, final reports clean</metric>
  </group>
</metrics>
## per-layer routing
metal / GRT usage (%) / vias up
li1: - / 409
met1: 7.131 / 354
met2: 7.407 / 13
met3: 1.216 / 5
met4: 1.594 / 0
met5: 0 / -
## state kept, by name, summed over array words and instances, names as in the netlist
register,flops
tx,1
tx_state,2
tx_countdown,11
tx_bitno,3
tx_byte_done,1
## stage by stage
stage,power (mW),cell area (µm²)
CTS,0.5076,1180
global route,0.5482,1180
finish,0.5068,1180
floorplan,0.3600,967.2
detailed placement,0.4088,1139
global placement,0.4017,1139
## cell usage in the layout, fill, tap and decap left out, types with 2 or more instances in the layout
cell,Yosys,routed
o21ai_0,2,2
o21ai_1,3,3
a21boi_0,4,4
nor3_1,2,2
or3_1,3,3
ha_1,7,7
o211ai_1,3,3
or4_1,2,2
xnor2_1,5,5
inv_1,9,9
nor2_1,8,8
clkbuf_8,0,3
dfxtp_1,18,18
nand3_1,4,4
clkdlybuf4s50_1,0,12
nand2_1,4,4
mux2i_1,2,2
a21oi_1,5,5
## path summary, 6_finish.rpt
kind	depth (start not counted)	from	end	slack [ns]
setup / recovery	3	rst_n	tx_countdown[3]	2.82
hold reg to reg	2	tx_countdown[8]	tx_countdown[8]	0.47
setup reg to reg	6	tx_countdown[0]	tx_countdown[4]	2.94
hold / removal	2	tx_countdown[8]	tx_countdown[8]	0.47
## cell type report
class                      instances  area, µm²  share of cell area (%)
inverter                           9      33.78                   2.863
timing repair buffer              12      120.1                   10.18
clock buffer                       3      41.29                   3.499
sequential                        18      360.3                   30.54
multi-input combinational         74      559.3                   47.40
tap                               52      65.06                   5.514
## critical path, delay by kind of cell
family          cells  cell delay, ns
compound gates      1            0.16
simple gates        1            0.50
buf+inv             1            0.77
## cells by family after synthesis
kind of cell / Yosys count
compound gates: 27
xor+xnor: 5
fa+ha+maj: 7
buf+inv: 12
flops: 18
mux: 3
simple gates: 32
## power groups by stage
stage	Clock (mW)	Combinational, mW	Sequential (mW)
global route	0.108	0.228	0.212
finish	0.0975	0.203	0.206
CTS	0.0994	0.202	0.206
Power and IR drop assume default switching activity.
