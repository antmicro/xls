[./design.v]
package memory_proc;
  typedef logic [31:0] MemWord;
  typedef struct packed {
    logic is_write;
    logic [31:0] address;
    MemWord wdata;
  } MemReq;
endpackage
module uart_receiver(
    input wire        clk,
    input wire        rst_n,
    input wire        rx,
    input wire        rx_byte_done,
    output wire       clear_to_send_out,
    output wire [7:0] rx_byte_out,
    output wire       rx_byte_valid_out
);
  parameter ClocksPerBaud = 1250;
  localparam QuarterBaud   = (ClocksPerBaud >> 2);
  localparam CountdownStart = QuarterBaud-1;
  localparam CountdownBits = $clog2(ClocksPerBaud >> 1);
  localparam
    StateIdle              = 'd0,
    StateStart             = 'd1,
    StateData              = 'd2,
    StateStop              = 'd3,
    StateInconsistentError = 'd4,
    StateClobberError      = 'd5,
    StateStopBitError      = 'd6;
  localparam StateBits = 3;
  reg [StateBits-1:0]     state         = StateIdle;
  reg [2:0]               samples       = 0;
  reg [1:0]               sample_count  = 0;
  reg [2:0]               data_bitno    = 0;
  reg [CountdownBits-1:0] rx_countdown  = 0;
  reg [7:0]               rx_byte       = 0;
  reg                     rx_byte_valid = 0;
  reg [StateBits-1:0]     state_next;
  reg [2:0]               samples_next;
  reg [1:0]               sample_count_next;
  reg [2:0]               data_bitno_next;
  reg [CountdownBits-1:0] rx_countdown_next;
  reg [7:0]               rx_byte_next;
  reg                     rx_byte_valid_next;
  assign clear_to_send_out =
    (state == StateIdle || state == StateStop) && (rx_byte_valid == 0) && (rx == 1);
  assign rx_byte_out       = rx_byte;
  assign rx_byte_valid_out = rx_byte_valid;
  wire ready_to_transition;
  assign ready_to_transition = rx_countdown == 0 && sample_count == 3;
  wire samples_consistent;
  assign samples_consistent = &(samples) == |(samples);
  always @(*) begin   
    state_next = state;
    case (state)
      StateIdle: begin
        if (rx == 0) begin
          state_next = rx_byte_valid ? StateClobberError : StateStart;
        end
      end
      StateStart: begin
        if (rx_countdown == 0 && sample_count == 3) begin
          state_next = samples_consistent ? StateData : StateInconsistentError;
        end
      end
      StateData: begin
        if (rx_countdown == 0 && sample_count == 3) begin
          if (!samples_consistent) begin
            state_next = StateInconsistentError;
          end else if (data_bitno == 7) begin
            state_next = StateStop;
          end else begin
            state_next = StateData;
          end
        end
      end
      StateStop: begin
        if (rx_countdown == 0 && sample_count == 3) begin
          if (&(samples) != 1) begin
            state_next = StateStopBitError;
          end else if (rx == 0) begin
            state_next = StateStart;
          end else begin
            state_next = StateIdle;
          end
        end
      end
      StateInconsistentError,StateClobberError,StateStopBitError: begin
      end
      default: begin
        state_next = 3'hX;
      end
    endcase
  end
  always @(*) begin   
    samples_next       = samples;
    sample_count_next  = sample_count;
    data_bitno_next    = data_bitno;
    rx_countdown_next  = rx_countdown;
    rx_byte_next       = rx_byte;
    rx_byte_valid_next = rx_byte_valid;
    case (state)
      StateIdle: begin
        samples_next = 0;
        sample_count_next = 0;
        rx_countdown_next = CountdownStart;
        data_bitno_next = 0;
        rx_byte_valid_next = rx_byte_valid && !rx_byte_done;
      end
      StateStart: begin
        if (rx_countdown == 0) begin
          samples_next[sample_count] = rx;
          sample_count_next = sample_count + 1;
          rx_countdown_next = CountdownStart;
        end else begin
          rx_countdown_next = rx_countdown - 1;
        end
        rx_byte_next = 0;
        data_bitno_next = 0;
      end
      StateData: begin
        if (rx_countdown == 0) begin
          if (sample_count == 3) begin
            rx_byte_next = {samples[0], rx_byte[7:1]};
            rx_byte_valid_next = data_bitno == 7 && samples_consistent;
            data_bitno_next = data_bitno + 1;
            sample_count_next = 0;
          end else begin
            samples_next[sample_count] = rx;
            sample_count_next = sample_count + 1;
          end
          rx_countdown_next = CountdownStart;
        end else begin
          rx_countdown_next = rx_countdown - 1;
        end
      end
      StateStop: begin
        rx_byte_valid_next = rx_byte_valid == 0 || rx_byte_done ? 0 : 1;
        data_bitno_next = 0;
        if (rx_countdown == 0) begin
          samples_next[sample_count] = rx;
          sample_count_next = sample_count + 1;
          rx_countdown_next = CountdownStart;
        end else begin
          rx_countdown_next = rx_countdown - 1;
        end
      end
      StateInconsistentError,StateClobberError,StateStopBitError: begin
        rx_byte_next = 'hff;
        rx_byte_valid_next = 0;
      end
      default: begin
        samples_next       = 'hX;
        sample_count_next  = 'hX;
        data_bitno_next    = 'hX;
        rx_countdown_next  = 'hX;
        rx_byte_next       = 'hX;
        rx_byte_valid_next = 'hX;
      end
    endcase
  end
  always @ (posedge clk) begin
    if (rst_n == 0) begin
      state         <= StateIdle;
      samples       <= 0;
      sample_count  <= 0;
      data_bitno    <= 0;
      rx_countdown  <= 0;
      rx_byte       <= 0;
      rx_byte_valid <= 0;
    end else begin
      state         <= state_next;
      samples       <= samples_next;
      sample_count  <= sample_count_next;
      data_bitno    <= data_bitno_next;
      rx_countdown  <= rx_countdown_next;
      rx_byte       <= rx_byte_next;
      rx_byte_valid <= rx_byte_valid_next;
    end
  end
endmodule
[./run.sh]
#!/bin/bash
# OpenROAD 26Q1-2900-gdf79404cd8, Yosys 0.63+post, stock flow scripts
make -C /OpenROAD-flow-scripts/flow DESIGN_CONFIG=/design/flow/config.mk WORK_HOME=/design/flow/orfs finish
[./config.mk]
export PLATFORM = sky130hd
export DESIGN_NAME = uart_receiver
export DESIGN_NICKNAME = uart_receiver
export VERILOG_FILES = /design/flow/design.v
export SDC_FILE = /design/flow/constraint.sdc
export NUM_CORES = 4
export LEC_CHECK = 1
export CORE_AREA = 10 10 114 114
export DIE_AREA = 0 0 124 124
[./constraint.sdc]
current_design uart_receiver

set clk_period 4.6
set clk_io_pct 0.2

create_clock -name clk0 -period $clk_period [get_ports {clk}]

set non_clock_inputs [all_inputs -no_clocks]
set_input_delay [expr $clk_period * $clk_io_pct] -clock clk0 $non_clock_inputs
set_output_delay [expr $clk_period * $clk_io_pct] -clock clk0 [all_outputs]
==> flow_summary.toml <==
# physical design summary
[timing]
tns_ns = 0
fin_crit_sh_pct = 65.3
skew_ns = 0.00347
fmax_ghz = 0.333
min_period_ns = 3.00
slew_violations = 0
tightestPinTransition_ns = 0.745
report.final.hold_viol_count = 0
fin_hold_ws_ns = 0.464
relSlewSlack_pct = 50.2
rsz0062_at_grt = "false"
setup_viol = 0

[yosys]
yosysWarnings = 1
synth_top_cell_by_count = "dfxtp_1"
ff_type = "dfxtp_1"
ys.flops = 30
synth.distinct_cells = 60
topCellsByArea = "dfxtp_1 (33%), o21ai_0 (6.0%), o211a_1 (4.9%)"
synthArstFlopShare_pct = 0
common_cells = "dfxtp_1 (30), o21ai_0 (22), a21oi_1 (15), nand2_1 (15), nor2_1 (10)"
seq_area_frac_synth_pct = 32.9
synth_top_area_share_pct = 32.9
yosys.area.top_type = "dfxtp_1"
ys_chip_area_um2 = 1820
syn_inst = 212
edf_count = 0
yosys-stat-cells = 212
syn_area_per_cell_um2 = 8.60
synth_area_um2 = 1820

[die]
ioPinCount = 14
num_rows = 37
fp-utilization_pct = 17.5
core_um2 = 10400
fp.dieH_um = 124
chip_area_um2 = 15400
dieWidth_um = 124

[worst_setup_path]
rr_worst_depth = 5
crit_slowest_cell = "clkdlybuf4s50_1"
cp_num_buf_inv = 2
critPathTopFamily = "buffers and inverters"
start_kind = "input pin"
timing.rr.end = "rx_countdown[0]$_SDFFE_PN0P_"
r2r_slack_ns = 2.45
cp_max_fo = 5
r2r_start = "state[0]$_SDFFE_PN0P_"
worstSetupEndpointType = "output port"
crit_top_cell = "clkdlybuf4s50_1"
max_stage_delay_ns = 0.54
required_ns = 3.68
path_class = "input pin to output port"
worstPathCellList = "clkdlybuf4s50_1, and3_1, clkdlybuf4s50_1"
arrival_ns = 2.08

[global_routing]
grt_pass1_vias = 1512
grt_max_degree = 40
antenna_found_initial = 0
overflow = 0
grt_pass1_wl_um = 7460
grt_usage_pct = 5.90

[power]
leakage_nw = 0.875
vdd_ir_drop_max_mv = 0.188
power.density_nw_per_um2 = 675

[clock_network]
cts_max_path_buffers = 2
clk_pin_slew_ns = 0.07
cts_setup_buffers = 0
worstSkewPairLatency_ns = 0.28
hold_buffers = 0
cts_tree = "built"
htree_levels = 2
cts_inserted_buffers = 5
clock_sinks = 30
cts.repair.resized = 0
root_buffer = "clkbuf_8"

[final_layout]
fin_util_pct = 21.4
drive_above_1_share_pct = 10.8
area_delta_synth_final_pct = 22.2

[placed_design]
numPortBuffers = 13
place.gp.congestion = 0.822
dp_hpwl_um = 3100

[hold_path]
hold_end = "data_bitno[2]$_SDFFE_PN0P_"
hp-class = "flop to flop"
min_path_cells = 2
hold_path.startpoint = "data_bitno[2]$_SDFFE_PN0P_"

[detailed_routing]
wirelength_um = 4500
antenna_cells = 0
via_count = 1645
drtPass1Iterations = 4
drc = 0
routed_via_density = 4.58
ant_nets = 0
wl_per_cell_um = 12.5
drt-initial-drc-count = 153

[run]
drv_cap = 0
warnings = 28

[run_status]
status = "finished, final reports clean"
## layer usage
layer,routed length (um),part of all wire (%),track usage [%]
met1,2150,48,8.40
met2,1770,39,7.98
met3,491,11,2.89
met5,0,0,0
met4,81,1.8,1.01
## worst min-delay path, stage by stage, from the launching register on
cell and delay (ns):
dfxtp_1 0.31, nand2_1 0.05, mux2i_1 0.05
## state kept, by name (all words and copies together) (netlist names)
signal	count
state	3
sample_count	2
rx_countdown	10
samples	3
data_bitno	3
rx_byte_valid	1
rx_byte	8
## report_power, final
part / leakage (nW) / internal [W] / switching [W] / total [W]
clock: 0.0714 / 0.000231 / 0.000103 / 0.000334
sequential: 0.246 / 0.000350 / 0.000131 / 0.000481
combinational: 0.557 / 0.000341 / 0.000348 / 0.000689
total: 0.875 / 0.000922 / 0.000582 / 0.00150
## final cells by class
type / instances / area [um^2]
clock inverters: 2 / 60.1
fillers: 1121 / 8190
repair buffers: 16 / 153
inverters: 9 / 33.8
multi-input cells: 160 / 1130
flip-flops and latches: 30 / 601
well taps: 136 / 170
clock buffers: 6 / 82.6
## kinds of logic after synthesis
| logic type | Yosys count | share of synthesized area, % |
|---|---|---|
| simple gates | 65 | 22.6 |
| compound gates | 82 | 31.3 |
| flops | 30 | 32.9 |
| fa+ha+maj | 7 | 4.80 |
| xor+xnor | 1 | 0.480 |
| mux | 5 | 2.74 |
| buf+inv | 22 | 5.21 |
## worst max-delay path by stage
stage	from	end	slack, ns	depth (start not counted)
CTS	rx	clear_to_send_out	1.57	3
global route	rx	clear_to_send_out	1.53	3
finish	rx	clear_to_send_out	1.60	3
## metrics by stage
step | setup slack, ns | instance area [um^2] | total power [W] | cells
4_1_cts | 1.57 | 2230 | 0.00151 | 359
3_5_place_dp | 1.57 | 2090 | 0.00117 | 351
6_report | 1.60 | 2230 | 0.00150 | 359
5_1_grt | 1.53 | 2230 | 0.00162 | 359
3_3_place_gp | 1.59 | 2090 | 0.00116 | 351
2_1_floorplan | 2.66 | 1820 | 0.000938 | 212
## layout by cell type (no fill, tap or decap), types with 3 or more instances in the layout
cell             Yosys  routed
nand3_1              6       6
a21oi_1             15      15
and3_1               4       4
o211a_1              9       9
clkdlybuf4s50_1      0      13
inv_1                9       9
ha_1                 7       7
clkbuf_8             0       6
o211ai_1             4       4
nand2_1             15      15
buf_4                2       3
nor2_1              10      10
a32o_1               3       3
o21a_1               3       3
a31oi_1              3       3
dfxtp_1             30      30
o21ai_0             22      22
nor2b_1              3       3
mux2i_1              5       5
Power is estimated from default activity; no workload was simulated.
